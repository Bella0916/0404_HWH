==> design/flow/design.v <==
`timescale 1ns / 1ps
module BCD(clk,rst,load,data,disp);
input clk;
input rst;
input load;
input [3:0] data;
output [7:0] disp;
reg [3:0] Q1;
reg [7:0] disp;
always@(posedge clk)
begin
   if(!rst)
      Q1<=0;
   else if(Q1==9)
      Q1<=0;
   else if(load)
      Q1<=data;
   else 
      Q1<=Q1+1;
end
always@(Q1)
   case(Q1)
      4'b0000:disp=8'b11000000;
      4'b0001:disp=8'b11111001;
      4'b0010:disp=8'b10100100;
      4'b0011:disp=8'b10110000;
      4'b0100:disp=8'b10011001;
      4'b0101:disp=8'b10010010;
      4'b0110:disp=8'b10000010;
      4'b0111:disp=8'b11111000;
      4'b1000:disp=8'b10000000;
      4'b1001:disp=8'b10010000;
   endcase
endmodule
==> design/flow/run.sh <==
#!/bin/bash
# OpenROAD 26Q1-2900-gdf79404cd8, Yosys 0.63+post, stock flow scripts
make -C /OpenROAD-flow-scripts/flow DESIGN_CONFIG=/design/flow/config.mk WORK_HOME=/design/flow/orfs finish
==> design/flow/config.mk <==
export PLATFORM = sky130hd
export DESIGN_NAME = BCD
export DESIGN_NICKNAME = BCD
export VERILOG_FILES = /design/flow/design.v
export SDC_FILE = /design/flow/constraint.sdc
export NUM_CORES = 4
export LEC_CHECK = 1
export CORE_AREA = 10 10 70 70
export DIE_AREA = 0 0 80 80
==> design/flow/constraint.sdc <==
current_design BCD

set clk_period 1.7
set clk_io_pct 0.2

create_clock -name clk0 -period $clk_period [get_ports {clk}]

set non_clock_inputs [all_inputs -no_clocks]
set_input_delay [expr $clk_period * $clk_io_pct] -clock clk0 $non_clock_inputs
set_output_delay [expr $clk_period * $clk_io_pct] -clock clk0 [all_outputs]
==> README.md <==
| Quantity | This run | Unit |
|---|---|---|
| Worst setup slack for register-to-register paths | 0.48 | ns |
| Detailed-placement wirelength estimate | 787 | µm |
| Boundary pin count | 15 | - |
| Post-route total power | 0.383 | mW |
| Design internal power | 0.275 | mW |
| Yosys top cell by instances | nor2_1 | - |
| Post-synthesis instance area | 505 | µm² |
| Fraction of power consumed by combinational cells | 29.8 | % |
| P_sw | 0.108 | mW |
| Worst-path fanout max | 7 | - |
| Placement Setup Slack | 0.380 | ns |
| Number of antenna violations at the first check in global routing | 0 | - |
| Synth cell types | 27 | - |
| Largest cells by area after synthesis | dlxtn_1, dfxtp_1, ha_1 | - |
| Critical Path Slowest Stage Cell | dfxtp_1 | - |
| Synthesized registers | 11 | - |
| Yosys warning total | 1 | - |
| Average wire per cell in the routed design | 8.26 | µm |
| Worst VDD drop | 450 | µV |
| Largest clock skew in the final design | 0.00301 | ns |
| Clock input transition at the sequential cells of the worst setup and hold paths | 0.03 | ns |
| Hold Path End | Q1[0] | - |
| Number of diodes added for antenna fixing | 0 | - |
| Setup CP Type | reg -> reg | - |
| Floorplan utilization | 14.8 | % |
| Most instantiated flip-flop cell in the synthesis netlist | dlxtn_1 | - |
| Crit start category | flop | - |
| Buffer type at the clock tree root | clkbuf_4 | - |
| Worst hold stages | 3 | - |
| Register pins left without a clock | 7 | - |
| Total routed wirelength | 975 | µm |
| Number of hold violations in the final report | 0 | - |
| Worst-Skew Late Latency | 0.23 | ns |
| Run status | finished, final reports clean | - |
| Largest net degree at the start of global routing | 16 | - |
| Worst path bufs/invs | 0 | - |
| Router iterations before antenna repair | 2 | - |
| Std cell rows | 21 | - |
| R2R depth | 4 | - |
| Endpoint type of the worst setup path | flop | - |
| Global-route usage over all layers | 3.20 | % |
| Beginning of the worst register-to-register path | Q1[0] | - |
| Number of I/O port buffers | 13 | - |
| Count of fill cells added during filler insertion | 387 | - |
| Total die area | 6400 | µm² |
| Maximum frequency from static timing analysis | 0.822 | GHz |
| Total negative slack | 0 | ns |
| RSZ-0062 raised after global routing | false | - |
| Number of failing setup endpoints in the final timing report | 0 | - |
| Inserted Clock Buffers | 3 | - |
| Clock tree from TritonCTS | yes | - |
| Proportion of layout cells with a drive suffix above 1 | 8.33 | % |
| Tool warnings | 28 | - |
| Arr. time, crit path | 1.38 | ns |
| Crit path setup slack, layout | 0.484 | ns |
| H-tree depth reported by CTS | 1 | - |
| Mean area per synthesized cell | 8.42 | µm² |
| Resized Gates After CTS | 0 | - |
| Detailed-route DRC error count | 0 | - |
| Hold Path Origin | Q1[0] | - |
| Total leakage power | 0.277 | nW |
| Tcrit/Tclk final | 71.5 | % |
| Vertical die dimension | 80 | µm |
| Post-synthesis to final-layout area growth | 35.6 | % |
| Count of endpoints without a timing constraint | 14 | - |
| Die width | 80 | µm |
| Max-area cell share | 20.8 | % |
| Post-synth tally of flip-flops with integrated enable | 0 | - |
| Number of buffers on the longest clock path | 2 | - |
| Power per cell area | 558 | nW/µm² |
| Fin crit period | 1.22 | ns |
| Final weighted congestion of routability-driven global placement | 0.751 | - |
| Number of buffers inserted by post-CTS setup repair | 0 | - |
| Net switching fraction of the power | 28.2 | % |
| Most frequent cells after synthesis | nor2_1, dlxtn_1, a21oi_1, dfxtp_1, ha_1 | - |
| Synthesized chip area reported by yosys | 505 | µm² |
| Cell count listed in synth_stat.txt | 60 | - |
| Critical path's largest stage delay | 0.42 | ns |
| CP cell instances | ha_1 > xor2_1 > mux2i_1 > nor2_1 | - |
| Class of the most critical hold timing path | reg -> reg | - |
| Gr ovfl total | 0 | - |
| Most area-hungry cell type in the Yosys netlist | dlxtn_1 | - |
| Number of hold buffers added after CTS | 0 | - |
| Number of instances in the synthesized netlist | 60 | - |
| Number of max-cap violations | 0 | - |
| Clock group share of total power | 29.9 | % |
| Fraction of registers with async set or reset after synthesis | 0 | % |
| Via count normalized by instance count | 3.53 | - |
| Max-slew violations | 0 | - |
| Total via count in the routed design | 417 | - |
| Std-Cell Core Area | 3420 | µm² |
| Number of nets still failing antenna checks after routing | 0 | - |
| Gate family responsible for the most delay along the worst path | flip-flops | - |
| Number of global-route vias before repair | 410 | - |
| Worst endpoint required time | 1.87 | ns |
| DR iter-0 viols | 46 | - |
| Capture instance of the worst register-to-register path | Q1[2] | - |
| Share of total power in sequential cells | 40.3 | % |
| Global-route wire length before repair | 1.77 | mm |
## how the worst max path moves through the flow
stage	startpoint	cells past startpoint	end	slack, ns
5_1_grt	Q1[1]	5	Q1[3]	0.39
6_report	Q1[0]	4	Q1[2]	0.48
4_1_cts	Q1[1]	5	Q1[3]	0.47
## power groups by stage
stage / combinational [mW] / clock, mW / sequential (mW)
after CTS: 0.116 / 0.119 / 0.155
final: 0.114 / 0.114 / 0.154
after global routing: 0.130 / 0.132 / 0.159
## registers in the layout, summed over array words and instances (netlist names)
signal and count:
Q1 4, disp 7
## layer usage
layer / vias to the layer above / wire length, µm / global-route usage [%]
met5: - / 0 / 0
met4: 0 / 0 / 0.176
met3: 0 / 107 / 1.70
met2: 17 / 308 / 3.69
met1: 173 / 559 / 5.08
li1: 227 / - / -
## layout make-up
type / instances / area [µm²] / share of cell area [%]
clock buffer: 3 / 22.5 / 3.28
inverter: 2 / 7.51 / 1.09
tap: 46 / 57.6 / 8.39
sequential: 11 / 185 / 27.0
timing repair buffer: 13 / 130 / 19.0
multi-input combinational: 43 / 283 / 41.2
## per-stage QoR
stage / area [µm²] / util (%) / hold slack, ns / std cells
global placement: 663 / 19.4 / 0.603 / 115
floorplan: 505 / - / 0.483 / 60
finish: 686 / 20.1 / 0.627 / 118
detailed placement: 663 / 19.4 / 0.613 / 115
CTS: 686 / 20.1 / 0.625 / 118
global route: 686 / 20.1 / 0.696 / 118
## layout by cell type (no fill, tap or decap)
cell,instances
clkdlybuf4s50_1,13
nor2_1,10
dlxtn_1,7
dfxtp_1,4
a21oi_1,4
ha_1,4
mux2i_1,3
o21ai_1,3
nand2_1,3
clkbuf_4,3
inv_1,2
nor3_1,2
nand3b_1,2
a22oi_2,1
o21ai_0,1
o211ai_1,1
nor3b_2,1
and2_1,1
o21ba_1,1
nand2_2,1
xor2_1,1
a31o_1,1
nand4_1,1
nor2b_1,1
conb_1,1
## cells by family after synthesis
| family | synth area share (%) |
|---|---|
| simple gates | 22.0 |
| compound gates | 15.6 |
| latches | 20.8 |
| buf+inv | 7.43 |
| fa+ha+maj | 9.90 |
| flops | 15.8 |
| mux | 5.94 |
| other cells | 0.742 |
| xor+xnor | 1.73 |
## tightest hold or removal path, delay by kind of cell (launching register included)
family / cells / cell delay (ns)
flops: 1 / 0.35
compound gates: 1 / 0.04
simple gates: 2 / 0.19
No activity file was given, so power comes from the tool's default toggle rates.
